## ./run.sh

```bash
#!/bin/bash
# OpenROAD 26Q1-2900-gdf79404cd8, Yosys 0.63+post, stock flow scripts
make -C /OpenROAD-flow-scripts/flow DESIGN_CONFIG=/design/flow/config.mk WORK_HOME=/design/flow/orfs finish
```

## ./config.mk

```make
export PLATFORM = sky130hd
export DESIGN_NAME = top
export DESIGN_NICKNAME = top
export VERILOG_FILES = /design/flow/design.v
export SDC_FILE = /design/flow/constraint.sdc
export NUM_CORES = 4
export LEC_CHECK = 1
export CORE_UTILIZATION = 30
```

## ./constraint.sdc

```tcl
current_design top

set clk_period 5.2
set clk_io_pct 0.2

create_clock -name clk0 -period $clk_period [get_ports {clk}]

set non_clock_inputs [all_inputs -no_clocks]
set_input_delay [expr $clk_period * $clk_io_pct] -clock clk0 $non_clock_inputs
set_output_delay [expr $clk_period * $clk_io_pct] -clock clk0 [all_outputs]
```

## ./design.v

```verilog
`timescale 1ns / 1ps
module Clockslow(
    input clk,
    output reg newclk = 0
    );
    integer num = 0;
always @(posedge clk) begin
    if (num == 250_000)begin
        num <= 0;
        newclk <= ~newclk;
    end
    else
        num <= num + 1;
end
endmodule
`timescale 1ns / 1ps
module debouncer(
    input btn,
    input clk,
    output wire btnsig
    );
    reg q0, q1, q2;
    always @(clk)begin
        q0 <= btn;
        q1 <= q0;
        q2 <= q1;
    end
    assign btnsig = q2;
endmodule
module displaycontrol(
input clk_100MHz,  
input btnL,
input btnR,
input rst,  
input video_on,
input [9:0] x,
input [9:0] y,
output reg[11:0] rgb
);
    parameter xmax = 639;
    parameter ymax = 479;
    wire refresh_tick;
    assign refresh_tick = ((y == 481) && (x == 0)) ? 1 : 0;  
    parameter wall_height = 45;
    parameter goal_left = 259;
    parameter goal_right = 379;
    reg [9:0] padleftnext = 269, pad_left;
    parameter pad_width = 100;
    parameter pad_top = 400;
    parameter pad_bot = 410;
    parameter pad_speed = 2;
    reg [9:0] gkleftnext = 304, gk_left;
    parameter gk_width = 30;
    parameter gk_top = 40;
    parameter gk_bot = 70;
    parameter gk_speed = 1;
    reg gk_direction = 0;
    reg [9:0] ballnextl, ball_left  = xmax/2;
    reg [9:0] balltopnext, ball_top  = ymax/2;
    parameter ball_size = 12;
    reg h_ball = 1;
    reg v_ball = 1;
    reg h_ball_next, v_ball_next;
    parameter ball_speed_h = 1;
    parameter ball_speed_v = 3;
    wire [9:0] ball_l, ball_r, ball_t, ball_b; 
    wire [9:0] pad_l, pad_r;
    wire [9:0] gk_l, gk_r;
    wire wall_on, ball_on, gk_on, pad_on;
    wire bounds;
    assign bounds = ((ball_b <= 0) || (ball_t >= ymax)) ? 1 : 0;
   assign ball_l = ball_left;
   assign ball_r = ball_left + ball_size;
   assign ball_t = ball_top;
   assign ball_b = ball_top + ball_size; 
   assign pad_l = pad_left;
   assign pad_r = pad_left + pad_width; 
   assign gk_l = gk_left;
   assign gk_r = gk_left + gk_width;
  assign wall_on = (y <= wall_height && ((x <= goal_left) || (x >= goal_right))) ? 1 : 0;
  assign ball_on = ((y <= ball_b) && (y >= ball_t) && (x <= ball_r) && (x >= ball_l)) ? 1 : 0;
  assign gk_on = ((y <= gk_bot) && (y >= gk_top) && (x <= gk_r) && (x >= gk_l)) ? 1 : 0;
  assign pad_on = ((y <= pad_bot) && (y >= pad_top) && (x <= pad_r) && (x >= pad_l)) ? 1 : 0;
    always @(posedge clk_100MHz or posedge rst)begin
        if (rst)begin
            pad_left <= 9'd269;
            gk_left <= 9'd304;
            ball_left <= xmax/2;
            ball_top <= ymax/2;
            h_ball <= 1;
            v_ball <= 1;
        end
        else if (bounds)begin
            ball_left <= xmax/2;
            ball_top <= ymax/2;
            h_ball <= ~h_ball;
            v_ball <= 0;
        end
        else begin
            pad_left <= padleftnext;
            gk_left <= gkleftnext;
            ball_left <= ballnextl;
            ball_top <= balltopnext;
            h_ball <= h_ball_next;
            v_ball <= v_ball_next;
        end     
    end
    always @(*)begin 
        padleftnext = pad_left;        
        if (refresh_tick)begin                 
                if (btnR && (pad_left <= 537))                    
                        padleftnext <= pad_left + pad_speed;
                else if (btnR && (pad_left > 537))
                        padleftnext <= 539;
                else if (btnL && (pad_left >= 2))
                    padleftnext <= pad_left - pad_speed;
                else if (btnL & (pad_left < 2))
                    padleftnext <= 0;                    
        end
    end    
    always @(posedge refresh_tick)begin 
            if (gk_l <= goal_left & (gk_direction == 1))
                gk_direction = 0;
            else if (gk_r >= goal_right & (gk_direction == 0))
                gk_direction = 1;
            if (gk_direction == 0)
                gkleftnext = gk_left + gk_speed;
            else if (gk_direction == 1)
                gkleftnext = gk_left - gk_speed;        
    end
    always @(posedge refresh_tick)begin  
         h_ball_next = h_ball;
         v_ball_next = v_ball;
        if (ball_t <= wall_height && ((ball_l <= goal_left) || (ball_r >= goal_right)))begin
            v_ball_next = 0;
        end
        if (ball_l <= 0)
            h_ball_next = 0;
        if  (ball_r >= xmax)
            h_ball_next = 1;
        if ((ball_t <= gk_bot) && (ball_b >= gk_top) && (ball_l <= gk_r) && (ball_r >= gk_l))begin
            v_ball_next = 0;
        end
        if ((ball_b >= pad_top) && (ball_t <= pad_bot) && (ball_l <= pad_r) && (ball_r >= pad_l))begin
            v_ball_next = 1;
            if((ball_left + 6) <= (pad_l + 50))
                h_ball_next <= 1;
            else
                h_ball_next <= 0;
        end
        if (h_ball == 0)
            ballnextl = ball_left + ball_speed_h;
        else if (h_ball == 1)
            ballnextl = ball_left - ball_speed_h;    
        if (v_ball == 0)
            balltopnext = ball_top + ball_speed_v;   
        else if (v_ball == 1)
            balltopnext = ball_top - ball_speed_v;
    end
    always @(*) begin  
        if (~video_on)            
            rgb = 12'h000;
        else begin
            if (ball_on)
                rgb = 12'hFFF;
            else if (wall_on)
                rgb = 12'h444;            
           else if (gk_on)
                rgb = 12'h22F;
           else if (pad_on)
                rgb = 12'hFFF;            
            else
                rgb = 12'h0E1;
        end      
    end
 endmodule
`timescale 1ns / 1ps
module top(
input btnL,
input btnR,
input rst,
input clk,
output [11:0] rgb,
output hsync,
output vsync
    );
wire btnLsig, btnRsig;
reg [11:0] rgbreg;
wire [11:0] rgbnext;
wire [9:0] x_out, y_out;
Clockslow cs(
    .clk(clk),
    .newclk(clk_400));
vga_controller vgacon(
    .clk_100MHz(clk),
    .reset(rst),        
    .video_on(vid_on),   
    .hsync(hsync),       
    .vsync(vsync),
    .p_tick(p_tick),
    .x(x_out),
    .y(y_out)
    );      
debouncer d1(
    .btn(btnL),
    .clk(clk_400),
    .btnsig(btnLsig)
    );
debouncer d0(
    .btn(btnR),
    .clk(clk_400),
    .btnsig(btnRsig)
    );
displaycontrol dc(
    .clk_100MHz(clk),
    .btnL(btnLsig),
    .btnR(btnRsig),
    .rst(rst),
    .video_on(vid_on),
    .x(x_out),
    .y(y_out),
    .rgb(rgbnext));
always @(posedge clk)begin
    if (p_tick)
        rgbreg <= rgbnext;
end
assign rgb = rgbreg;
endmodule
 	`timescale 1ns / 1ps
module vga_controller(
    input clk_100MHz,    
    input reset,         
    output video_on,     
    output hsync,        
    output vsync,        
    output p_tick,       
    output [9:0] x,      
    output [9:0] y       
    );
    parameter HD = 640;              
    parameter HF = 48;               
    parameter HB = 16;               
    parameter HR = 96;               
    parameter HMAX = HD+HF+HB+HR-1;  
    parameter VD = 480;              
    parameter VF = 10;               
    parameter VB = 33;               
    parameter VR = 2;                
    parameter VMAX = VD+VF+VB+VR-1;  
	reg  [1:0] r_25MHz;
	wire w_25MHz;
	always @(posedge clk_100MHz or posedge reset)
		if(reset)
		  r_25MHz <= 0;
		else
		  r_25MHz <= r_25MHz + 1;
	assign w_25MHz = (r_25MHz == 0) ? 1 : 0;  
    reg [9:0] h_count_reg, h_count_next;
    reg [9:0] v_count_reg, v_count_next;
    reg v_sync_reg, h_sync_reg;
    wire v_sync_next, h_sync_next;
    initial begin
        v_count_reg <= 0;
        h_count_reg <= 0;
        v_sync_reg  <= 1'b0;
        h_sync_reg  <= 1'b0;
    end
    always @(posedge clk_100MHz or posedge reset)
        if(reset) begin
            v_count_reg <= 0;
            h_count_reg <= 0;
            v_sync_reg  <= 1'b0;
            h_sync_reg  <= 1'b0;
        end
        else begin
            v_count_reg <= v_count_next;
            h_count_reg <= h_count_next;
            v_sync_reg  <= v_sync_next;
            h_sync_reg  <= h_sync_next;
        end
    always @(posedge w_25MHz or posedge reset)       
        if(reset)
            h_count_next = 0;
        else
            if(h_count_reg == HMAX)                  
                h_count_next = 0;
            else
                h_count_next = h_count_reg + 1;         
    always @(posedge w_25MHz or posedge reset)
        if(reset)
            v_count_next = 0;
        else
            if(h_count_reg == HMAX)                  
                if((v_count_reg == VMAX))            
                    v_count_next = 0;
                else
                    v_count_next = v_count_reg + 1;
    assign h_sync_next = (h_count_reg >= (HD+HB) && h_count_reg <= (HD+HB+HR-1));
    assign v_sync_next = (v_count_reg >= (VD+VB) && v_count_reg <= (VD+VB+VR-1));
    assign video_on = (h_count_reg < HD) && (v_count_reg < VD);  
    assign hsync  = h_sync_reg;
    assign vsync  = v_sync_reg;
    assign x      = h_count_reg;
    assign y      = v_count_reg;
    assign p_tick = w_25MHz;
endmodule
```

==> summary.txt <==
Physical design

The cell count after synthesis stands at 1051. STA classifies the critical path startpoint as a flip-flop. STA classifies the critical path endpoint as a flip-flop.

The total of max-cap violations stands at 0. The post-synthesis sequential element count stands at 126. For this run, asynchronously set or reset flops after synthesis account for 68.25%. The tree is rooted in a clkbuf_16. The total power divided by cell area stands at 119.8 nW/um^2. Per the gpl log, the routability congestion estimate is 0.9787.

The slew at the pin with the worst max-slew slack stands at 691.3 ps. The area of the die stands at 32760 um^2. The clock reaches the later pin of the worst-skew pair after 350 ps. Of all cell types, the one taking the most synthesized area is ha_1. Entering global routing, the biggest net connects 52 pins. The final hold violation count recorded for this run is 0. After synthesis, the design contains 1051 cells according to Yosys. TritonCTS built the clock tree. The number of register pins that no clock reaches stands at 53.

The part of the cycle the worst path needs stands at 66.44%. The count of vias placed by the detailed router stands at 7506. The placement stage leaves a total instance area of 10200 um^2. In this run, the number of DRC markers left after iteration 0 of detailed routing was 513.

The number of unique standard cell types used by synthesis stands at 69. The script extracted a total leakage power of 0.004661 uW. The die is 181.0 um wide. The synthesis run identifies the leading combinational cell family as adder cells. The post-synthesis share of cell area spent on xor and xnor gates stands at 7.015%.

Total global-route track usage over all layers is 15.35%. On the final layout, the worst clock skew is 13.80 ps. In the synthesized netlist the dominant register cell turns out to be dfrtp_1.

The fraction of final layout cells sized beyond drive strength 1 stands at 7.432%. The final HPWL from detailed placement stands at 18180 um. For the worst setup path, the data arrival time is 3530 ps. After clock tree synthesis, the repair step resized 0 gates.

In the final report, the number of pins over their slew limit comes to 0. The die is 181.0 um tall. The count of port buffers added during placement stands at 17. The site row count stands at 65.

The post-synthesis instance area stands at 9613 um^2. The cell-mix breakdown from Yosys lists the compound-gate area share as 17.73%. The arithmetic-cell share of the synthesized area counting full adders, half adders and majority gates stands at 22.36%. The area figure in the yosys stat output stands at 9613 um^2. The level count of the clock H-tree stands at 3. The max-slew headroom at the worst pin stands at 53.91%. The portion of the post-synthesis area used by sequential elements stands at 31.75%. The simple logic cell fraction of the synthesized area stands at 14.93%. The total grt overflow stands at 0. 73 endpoints have no timing constraint.

Per the CTS log, the buffer count on the longest clock path is 2. The iteration tally of the first detailed-router pass stands at 7. For this run, the final setup violation count is recorded as 0. The maximum resistive drop on vdd stands at 0.0001066 V. The first global-routing pass estimated 39680 um of wire. The highest fanout seen on the critical path stands at 9. For this run the top cell type by instance count after synthesis was ha_1.

The number of warning messages in the yosys log stands at 8. 18 I/O pins were placed. The total antenna diodes in the routed design stands at 0. Of the post-synthesis cell area, the dominant cell type holds 21.74%.

The remaining antenna violation count after routing stands at 0. Per the repair_timing log after CTS, setup buffers inserted total 0. The fmax stands at 289.5 MHz.

The commonest cells after synthesis are ha_1 (167), inv_1 (85), a21oi_1 (70). The final report gives the standard cell area, fillers excluded, as 10480 um^2. The run finished with clean final reports. Of the post-synthesis cell area, the part taken by muxes is 1.484%.

The starting density of the core stands at 30.46%. Setup total negative slack on the finished layout was measured at 0 ps. The total wire length stands at 23890 um. The required time reported for the critical path endpoint stands at 5270 ps.

The synthesized area per cell stands at 9.146 um^2. The routed length per instance stands at 16.30 um. The via count of the first global-routing pass stands at 7329. The count of flip-flops with a built-in enable after synthesis stands at 7. Clock tree synthesis inserted a total of 9 buffers. The cts-stage hold buffer count stands at 0. Setup repair after global routing left no endpoint under its margin. The routed design shows a via density per instance of 5.124.

In this run the worst hold path is classified as flip-flop to flip-flop. Ranked by total cell area, the synthesized netlist is headed by ha_1 (22%), dfrtp_1 (16%), dfxtp_1 (6.9%). The script parses the final routing iteration and logs DRC violations as 0. The shortest clock period the worst path allows after layout stands at 3455 ps. Looking at the setup timing report, the critical path kind is flip-flop to flip-flop. The stage logs contain a warning count of 46. The initial antenna violation count stands at 0. According to the floorplan report, the placeable core area is 31560 um^2.

In this run the layout overhead on the synthesized area is reported as 8.993%. Looking at the worst setup and hold paths, the clock pins of their registers show a slew of 70 ps.
-- metrics by stage --
| step | hold WS (ps) | setup WS [ps] | util (%) | total power, uW | cells |
|---|---|---|---|---|---|
| 3_3_place_gp | 398.9 | 1845 | 32.34 | 672.4 | 1449 |
| 5_1_grt | 422.0 | 1499 | 33.20 | 1316 | 1465 |
| 3_5_place_dp | 400.6 | 1771 | 32.34 | 673.0 | 1449 |
| 2_1_floorplan | 386.2 | 1976 | - | 649.2 | 1051 |
| 4_1_cts | 409.5 | 1756 | 33.20 | 1281 | 1465 |
| 6_report | 404.2 | 1745 | 33.20 | 1256 | 1465 |
-- critical path: stages, from the launching register on --
cell	delay (ps)
dfstp_2	620
inv_1	200
ha_1	340
or2_2	330
xnor2_1	340
inv_1	80
ha_1	300
nand4_1	100
nor3_1	180
o21ai_0	120
o211ai_1	90
nand2_1	100
nand3_1	220
a41oi_1	150
-- worst paths after layout --
path	depth (start not counted)	from	slack, ps	endpoint
max	13	dc.ball_left[2]	1750	rgbreg[2]
min	1	vgacon.r_25MHz[0]	400	vgacon.r_25MHz[0]
min in group asynchronous	2	rst	1090	dc.gk_left[7]
min reg2reg	1	vgacon.r_25MHz[0]	400	vgacon.r_25MHz[0]
max in group asynchronous	3	rst	2990	vgacon.v_count_reg[6]
max reg2reg	13	dc.ball_left[2]	1750	rgbreg[2]
-- where the power goes --
| part | leakage (uW) | total [uW] | internal (uW) | switching [uW] |
|---|---|---|---|---|
| sequential | 0.00141 | 584 | 578 | 5.94 |
| clock | 0.000125 | 592 | 325 | 267 |
| combinational | 0.00313 | 79.6 | 27.7 | 51.8 |
| total | 0.00466 | 1260 | 931 | 325 |
-- layer usage --
| metal | GRT usage [%] | share of wire (%) | vias up |
|---|---|---|---|
| met1 | 24.29 | 51 | 3517 |
| met5 | 0 | 0 | - |
| met2 | 23.34 | 44 | 148 |
| met4 | 2.169 | 1.5 | 0 |
| li1 | - | - | 3814 |
| met3 | 1.663 | 3.5 | 27 |
-- cell type report --
| cell class | instances | area (um^2) |
|---|---|---|
| Timing Repair Buffer | 23 | 215.2 |
| Clock inverter | 6 | 45.04 |
| Fill cell | 3205 | 21080 |
| Clock buffer | 10 | 229.0 |
| Sequential cell | 126 | 3052 |
| Multi-Input combinational cell | 811 | 6106 |
| Tap cell | 402 | 503.0 |
| Inverter | 87 | 327.8 |
-- cell families after synthesis --
kind of cell / after synthesis
AOI/OAI and AO/OA: 267
adders and majority gates: 170
xor gates and xnor gates: 77
and+or+nand+nor: 284
buffers and inverters: 114
muxes: 13
DFF: 126
-- placed cells by master (no fill, tap or decap), drive strengths merged, types with 18 or more instances in the layout --
cell	n
ha	167
a21oi	70
inv	85
dfrtp	63
xnor2	60
a211oi	18
nand2	64
o21ai	62
nor2	69
nor3	19
nand4	19
dfstp	23
nand3	29
dfxtp	33
Power figures rest on the tool's default switching activity, not on a simulated workload.
